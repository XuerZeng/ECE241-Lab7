<file path="config.mk">
export PLATFORM = sky130hd
export DESIGN_NAME = part2
export DESIGN_NICKNAME = part2
export VERILOG_FILES = /design/flow/design.v
export SDC_FILE = /design/flow/constraint.sdc
export NUM_CORES = 4
export LEC_CHECK = 1
export CORE_UTILIZATION = 50
</file>
<file path="constraint.sdc">
current_design part2

set clk_period 3.6
set clk_io_pct 0.2

create_clock -name clk0 -period $clk_period [get_ports {iClock}]

set non_clock_inputs [all_inputs -no_clocks]
set_input_delay [expr $clk_period * $clk_io_pct] -clock clk0 $non_clock_inputs
set_output_delay [expr $clk_period * $clk_io_pct] -clock clk0 [all_outputs]
</file>
<file path="run.sh">
#!/bin/bash
# OpenROAD 26Q1-2900-gdf79404cd8, Yosys 0.63+post, stock flow scripts
make -C /OpenROAD-flow-scripts/flow DESIGN_CONFIG=/design/flow/config.mk WORK_HOME=/design/flow/orfs finish
</file>
<file path="design.v">
module part2(iResetn,iPlotBox,iBlack,iColour,iLoadX,iXY_Coord,iClock,oX,oY,oColour,oPlot,oDone);
   parameter X_SCREEN_PIXELS = 8'd160;
   parameter Y_SCREEN_PIXELS = 7'd120;
   input wire iResetn, iPlotBox, iBlack, iLoadX;
   input wire [2:0] iColour; 
   input wire [6:0] iXY_Coord; 
   input wire 	    iClock; 
   output wire [7:0] oX;     
   output wire [6:0] oY; 
   output wire oDone;
   output wire [2:0] oColour;      
   output wire 	     oPlot;        
	wire ld_x, ld_y, ld_c, blackEn, drawDone, blackDone;
	datapath D0(
		.clk(iClock),
		.resetn(iResetn),
		.ld_x(ld_x),
		.ld_y(ld_y),
		.x(oX),
		.y(oY),
		.blackEn(iBlack),
		.data_in(iXY_Coord),
		.color(oColour),
		.color_in(iColour),
		.startDraw(oPlot),
		.drawDone(drawDone),
		.blackDone(blackDone)
	);
	control C0(
		.clk(iClock),
		.resetn(iResetn),
		.black(iBlack),
		.ld_x(ld_x),
		.ld_y(ld_y),
		.draw(iPlotBox),
		.ld(iLoadX),
		.writeEn(oPlot),
		.drawDone(drawDone),
		.blackDone(blackDone),
		.blackEn(blackEn),
		.oDone(oDone)
	);
endmodule 
module datapath(
    input clk,
    input resetn,
    input startDraw,
    input [6:0] data_in,
    input ld_x, ld_y,
	input [2:0] color_in,
	input blackEn,
    output reg[2:0] color,
	output reg[7:0] x,
	output reg[7:0] y,
	output reg blackDone, drawDone
    );
	reg [7:0] x_old;
	reg [6:0] y_old;
    reg [7:0] x_counter, y_counter;
    reg [4:0] counterDraw;
    always@(posedge clk) begin
        if(!resetn) 
		begin
			x_old <= 8'b0;
			x <= 8'b0;
			y <= 7'b0;
			y_old <= 7'b0;
			color <= 3'b0;
			drawDone = 1'b0;
			blackDone = 1'b0;  
        	end
	else if (blackEn) 
		begin
		        x_old <= 8'b0;
			y_old <= 7'b0;
			color <= 3'b0;  
		end
        else begin
                if(ld_x)
		begin
			x <= {1'b0, data_in};
                	x_old <= {1'b0, data_in};  
		end
                if(ld_y)
		begin
			y <= data_in;
                	y_old <= data_in;
			color <= color_in;  
		end
         end
    end
    always @(posedge clk) begin
		if (!resetn) 
		begin
			x_counter <= 8'b0;
			y_counter <=8'b0;
			counterDraw = 5'b0;
		end  
		else if(blackEn) begin  
			if(x_counter == 8'b10100000 & y_counter == 7'b1111000)
			begin
				blackDone = 1'b1;
				x_counter <= 8'b0;
				y_counter <= 8'b0;  
			end
			else if(x_counter == 8'b0 & y_counter == 8'b0)
			begin
				blackDone = 1'b0;
			end
			else if(x_counter == 8'd159)
			begin
				x_counter <= 8'b0;
				y_counter <= y_counter +1'b1;
				end
			else 
				x_counter <= x_counter +1'b1;
		end
		else if(startDraw)
			begin
			if (counterDraw == 5'd16)  
				begin
				counterDraw <= 5'b0;
				drawDone = 1'b1; 
				end
			else
				begin
				counterDraw <= counterDraw + 1'b1;  
				x <= x_old + {counterDraw[1], counterDraw[0]};
				y <= y_old + {counterDraw[3], counterDraw[2]};
				drawDone <= 1'b0;
				end
		end
	end
endmodule
module control(
    input clk,
    input resetn,
    input black,
    input blackDone,
    input drawDone,
    output reg writeEn,
    input ld,
    input draw,
    output reg  ld_x, ld_y, blackEn,oDone
    );
    reg [2:0] current_state, next_state; 
    localparam  S_LOAD_x        = 3'd0,
                S_LOAD_x_wait   = 3'd1,
                S_LOAD_y        = 3'd2,
                S_LOAD_y_wait   = 3'd3,
                Drawing		= 3'd4,
		S_Black		= 3'd5,
    		Done = 3'd6;
    always@(*)
    begin: state_table 
            case (current_state)
				S_LOAD_x: 
				if(black)
					next_state = S_Black;  
				else 
					next_state = ld ? S_LOAD_x_wait : S_LOAD_x;  
				S_LOAD_x_wait: 
				if(black)
					next_state = S_Black;
				else
					next_state = ld ? S_LOAD_x_wait:S_LOAD_y;
				S_LOAD_y: 
				if(black)
					next_state = S_Black;
				else
					next_state = draw ? S_LOAD_y_wait : S_LOAD_y;
				S_LOAD_y_wait: 
				if(black)
					next_state = S_Black;
				else
					next_state = draw ? S_LOAD_y_wait : Drawing;
				Drawing: 
				if(black)
					next_state = S_Black;
				else
					next_state = drawDone ? Done : Drawing;
				Done:
				if(black)
					next_state = S_Black;
				else 
					next_state = ld ? S_LOAD_x : Done;
				S_Black: next_state = blackDone ? Done : S_Black;
        endcase
    end 
    always @(*)
    begin: enable_signals  
        ld_x = 1'b0;
        ld_y = 1'b0;
		  blackEn = 1'b0;
		writeEn = 1'b0;
		oDone = 1'b0;
        case (current_state)
            S_LOAD_x: begin
                ld_x=1'b1;
				end
            S_LOAD_y: begin
                ld_y=1'b1;
                end
            Drawing: begin
				writeEn = 1'b1;
		     end
	    S_Black: begin
				blackEn = 1'b1;
				end
	    Done:
		begin
		oDone = 1'b1;
		writeEn = 1'b0;
		end
	endcase
    end 
    always@(posedge clk)
    begin: state_FFs
        if(!resetn) begin
            current_state <= S_LOAD_x;
		end
        else
            current_state <= next_state;
    end 
    always @(posedge clk)
	begin
	if(!resetn)
		oDone <=1'b0;
	else if(black)
		oDone <=1'b0;
    end
endmodule
</file>
==> ci_impl_report.md <==
### Yosys + OpenROAD results

| Metric | Value |
|---|---|
| Fail Step | 1_2_yosys |
| Ys async rst share | 0% |
| Tool Error | ERROR: Found 14 problems in 'check -assert'. |
| Outcome | aborted with a tool error |
| Yosys reg bits | 56 |
| # Cells Yosys | 214 |
| Synthesis area per yosys | 2399 um^2 |
| Cell Type Count | 41 |
| Primary FF master, synth | dfxtp_1 |
| Post-synth EDFFs | 14 |
| Ys Warns | 3 |
-- Yosys cell counts (all sizes together), types with 2 or more instances --
master,n,area [um^2]
a21o,3,22.52
a22o,7,67.57
a31oi,2,12.51
and2,4,25.02
buf,8,60.05
clkbuf,5,20.01
dfxtp,39,780.8
dlxtn,3,45.04
edfxtp,14,420.4
fa,2,40.04
ha,6,75.07
inv,10,37.54
mux2i,25,250.2
nand2,9,33.78
nand2b,5,31.28
nand3,2,10.01
nand4,4,25.02
nor2,13,48.80
nor2b,18,112.6
nor3,2,10.01
nor3b,3,22.52
nor4b,2,17.52
o21ai,5,25.02
o31ai,2,15.01
xnor2,8,70.07
xor2,2,17.52
-- logic make-up after synthesis --
logic type                 after synthesis  synth area share, %
latches                                  3                1.878
DFF                                     53                50.08
other                                    1               0.1563
adders and majority gates                8                4.799
xor gates and xnor gates                10                3.652
muxes                                   25                10.43
and+or+nand+nor                         65                15.60
AOI/OAI and AO/OA                       26                8.503
buffers and inverters                   23                4.903
